File: design/flow/design.v
module pwm_basic
#(parameter R =8)(
    input clk,
    input reset,
    input [R-1:0] duty,
    output pwm_out
);
reg [R-1:0] Q_reg,Q_next;
always@(posedge clk, negedge reset)
begin
    if(~reset)
        Q_reg <= 0;
    else
        Q_reg <= Q_next; 
end
always@(*)
begin
    Q_next = Q_reg +1;
end
assign pwm_out = (Q_reg < duty);
endmodule
File: design/flow/run.sh
#!/bin/bash
# OpenROAD 26Q1-2900-gdf79404cd8, Yosys 0.63+post, stock flow scripts
make -C /OpenROAD-flow-scripts/flow DESIGN_CONFIG=/design/flow/config.mk WORK_HOME=/design/flow/orfs finish
File: design/flow/config.mk
export PLATFORM = sky130hd
export DESIGN_NAME = pwm_basic
export DESIGN_NICKNAME = pwm_basic
export VERILOG_FILES = /design/flow/design.v
export SDC_FILE = /design/flow/constraint.sdc
export NUM_CORES = 4
export LEC_CHECK = 1
export CORE_AREA = 10 10 74 74
export DIE_AREA = 0 0 84 84
File: design/flow/constraint.sdc
current_design pwm_basic

set clk_period 1.8
set clk_io_pct 0.2

create_clock -name clk0 -period $clk_period [get_ports {clk}]

set non_clock_inputs [all_inputs -no_clocks]
set_input_delay [expr $clk_period * $clk_io_pct] -clock clk0 $non_clock_inputs
set_output_delay [expr $clk_period * $clk_io_pct] -clock clk0 [all_outputs]
==> results.cfg <==
; flow metrics
[run_status]
status = completed

[die]
die_y_um = 84
ios = 11
die_area_um2 = 7060
initial_core_util = 0.124
die_w_um = 84
placementRows = 23
core_area_um2 = 3970

[placement]
dp_hpwl_um = 838
dpl_worst_slack_ns = -0.617
portBuffers = 10
gp_congestion = 0.774

[pwr]
leakage_nw = 0.385
p_seq_frac = 0.419
p_clk_frac = 0.474
p_int_mw = 0.350
powerDensity_nw_per_um2 = 520
switchingPower_mw = 0.0812
p_total_mw = 0.432
switching_share = 0.188
ir_drop_mv = 0.137
power_frac_comb = 0.107

[clock_tree]
cts_sinks = 8
htreeDepth = 1
cts_buffers = 3
clkTransAtPathRegs_ns = 0.04
cts_tree = yes
root_buffer = clkbuf_8
clk_latency_ns = 0.22
cts_hold_buffers = 0
cts_buffer_depth = 2

[detailed_routing]
num_vias = 408
drtPass1Iterations = 4
vias_per_cell = 3.32
wire_per_inst_um = 8.98
ant_nets = 0
drc = 0
num_antenna_cells = 0
totalWireLength_mm = 1.11
drt_iter0_markers = 27

[final_timing]
slew_headroom = 0.753
final-setup-viol-count = 0
worst_slack_ns = 0.106
period_used_share = 0.941
rsz0062_at_grt = false
finalClockSkew_ns = 0.00139
max_clock_freq_mhz = 590
fin_crit_ns = 1.69
tns_ns = 0
hold_ws_ns = 0.421
final_max_slew_viol_count = 0
hold_viol_final = 0
worst_pin_slew_ns = 0.369

[synthesis]
ff_type = dfrtp_1
avgSynthCellArea_um2 = 9.69
yosysUniqueCellTypes = 15
ys_async_sr_fraction = 1.00
ys_cells = 51
yosys-top-cells-count = 8 x dfrtp_1, 8 x ha_1, 8 x inv_1
synth_area_leader_cell = dfrtp_1
ys_seq_elements = 8
yosys_warnings = 1
yosysChipArea_um2 = 494
synthCells = 51
netlist_area_um2 = 494
ys_seq_frac = 0.405
area_leaders = dfrtp_1 41%, ha_1 20%, xor2_1 7.1%, inv_1 6.1%, a21oi_1 4.1%
top_cell_area_share = 0.405
synth-edff-count = 0

[setup_path]
cp_max_fo = 3
critPathLaunch = Q_reg[7]$_DFF_PN0_
rr_endpoint = Q_reg[6]$_DFF_PN0_
crit-reg2reg-launch = Q_reg[1]$_DFF_PN0_
rr_worst_depth = 5
start_kind = flop
required_ns = 1.44
reg2reg_setup_slack_ns = 0.59
path_class = reg -> out
arrival_ns = 1.33
endpoint_kind = primary output

[grt]
grt_pass1_wl_mm = 1.87
overflow = 0
grt_use_total = 0.0310
grt_pass1_vias = 440
antenna_found_initial = 0
grt_max_degree = 9

[cells_and_area]
largest_reg_flops = 8
area_growth_pct = 67.8
fillers = 423
drive_gt1_frac = 0.411

[run]
drv_cap = 0
warnings = 25

[hold_path]
hp-class = in -> async
## how the worst max path moves through the flow
stage | slack [ns] | cells after the start | endpoint
6_report | 0.11 | 5 | pwm_out
5_1_grt | 0.006 | 5 | pwm_out
4_1_cts | 0.08 | 5 | pwm_out
## per-stage QoR
stage,area [um2],utilization,std cells
after floorplan,494,-,51
after global placement,709,0.179,118
after detailed placement,709,0.179,118
after CTS,811,0.204,121
after global routing,830,0.209,123
final,830,0.209,123
## metal layers
layer / track usage / share of wire
met1: 0.0394 / 0.50
met2: 0.0467 / 0.44
met3: 0.0157 / 0.064
met4: 0.00457 / 0
met5: 0 / 0
## cell families (layout without fill, tap and decap cells)
| kind of cell | Yosys count | in the layout | synth area share |
|---|---|---|---|
| xor gates and xnor gates | 6 | 6 | 0.106 |
| buffers and inverters | 8 | 30 | 0.0608 |
| DFF | 8 | 8 | 0.405 |
| AOI/OAI and AO/OA | 6 | 6 | 0.0658 |
| adders and majority gates | 8 | 8 | 0.203 |
| and+or+nand+nor | 15 | 15 | 0.160 |
## cell type report
type	count	area [um2]	share of cell area
sequential	8	200	0.241
tap	50	62.6	0.0754
timing repair buffer	19	154	0.186
multi-input combinational	35	342	0.412
clock buffer	3	41.3	0.0498
inverter	8	30.0	0.0362
## power by group through the flow
stage	clock, mW	combinational [mW]	sequential, mW
CTS	0.212	0.0461	0.181
global route	0.228	0.0521	0.180
finish	0.205	0.0460	0.181
## repair_timing
item	4_1_cts	5_1_grt
setup buffers	0	2
pin swaps	12	5
resized	24	1
setup endpoints to repair	1	1
## cells in the final DEF (no fill, tap or decap), drive strengths merged
master / instances
a21oi: 4
buf: 10
clkbuf: 3
clkdlybuf4s50: 2
dfrtp: 8
dlygate4sd2: 7
ha: 8
inv: 8
nand2: 5
nand3: 5
nor2: 3
nor2b: 1
nor3: 1
o211ai: 1
o21ai: 1
xnor2: 2
xor2: 4
## critical path, cell delays in order (launching register included)
cell and delay (ns):
dfrtp_1 0.40, ha_4 0.26, a21oi_2 0.11, o211ai_1 0.09, a21oi_1 0.13, buf_2 0.12
Power is estimated from default activity; no workload was simulated.
