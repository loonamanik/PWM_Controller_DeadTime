==> /design/flow/design.v <==
module pwm_improved
    #(parameter R = 8, TIMER_BITS = 8)(
    input clk,
    input reset_n,
    input [R:0] duty, 
    input [TIMER_BITS - 1:0] FINAL_VALUE, 
    output pwm_out
    );
    reg [R - 1:0] Q_reg;
    reg d_reg;
    wire tick;
    timer_input #(.BITS(TIMER_BITS)) timer0 (
        .clk(clk),
        .reset_n(reset_n),
        .enable(1'b1),
        .FINAL_VALUE(FINAL_VALUE),
        .done(tick)
    );
    always @(posedge clk or negedge reset_n) begin
        if (~reset_n) begin
            Q_reg <= {R{1'b0}};  
            d_reg <= 1'b0;
        end else if (tick) begin
            Q_reg <= Q_reg + 1'b1;
            d_reg <= (Q_reg < duty);  
        end
    end
    assign pwm_out = d_reg;
endmodule
module dead_time_gen #(parameter DT_WIDTH = 8)(
    input clk, reset_n, pwm_in,
    input [DT_WIDTH-1:0] dt_value,
    output reg pwm_high, pwm_low
);
    reg [DT_WIDTH-1:0] count;
    reg pwm_reg;  
    always @(posedge clk or negedge reset_n) begin
        if (!reset_n) begin
            pwm_reg <= 0;
            count   <= 0;
            pwm_high <= 0;
            pwm_low  <= 0;
        end else begin
            pwm_reg <= pwm_in;
            if (pwm_in != pwm_reg) begin
                count <= 0;
            end else if (count < dt_value) begin
                count <= count + 1'b1;
            end
            pwm_high <= (pwm_reg && (count >= dt_value));
            pwm_low  <= (!pwm_reg && (count >= dt_value));
        end
    end
endmodule
module pwm_top
    #(parameter R=8, TIMER_BITS=8, DT_WIDTH=8)(
    input clk,
    input reset_n,
    input [R:0] duty,  
    input [TIMER_BITS - 1:0] FINAL_VALUE,  
    input [DT_WIDTH - 1:0] dt_value,  
    output pwm_high,
    output pwm_low
);
wire pwm_in;
pwm_improved #(.R(R), .TIMER_BITS(TIMER_BITS)) pwm_inst (
    .clk(clk),
    .reset_n(reset_n),
    .duty(duty),
    .FINAL_VALUE(FINAL_VALUE),
    .pwm_out(pwm_in)
);
dead_time_gen #(.DT_WIDTH(DT_WIDTH)) dead_time_inst (
    .clk(clk),
    .reset_n(reset_n),
    .dt_value(dt_value),
    .pwm_in(pwm_in),
    .pwm_high(pwm_high),
    .pwm_low(pwm_low)
);
endmodule
module timer_input
    #(parameter BITS = 4)(
    input clk,
    input reset_n,
    input enable,
    input [BITS - 1:0] FINAL_VALUE,
    output done
    );
    reg [BITS - 1:0] Q_reg, Q_next;
    always @(posedge clk, negedge reset_n)
    begin
        if (~reset_n)
            Q_reg <= 'b0;
        else if(enable)
            Q_reg <= Q_next;
        else
            Q_reg <= Q_reg;
    end
    assign done = Q_reg == FINAL_VALUE;
    always @(*)
        Q_next = done? 'b0: Q_reg + 1;
endmodule
==> /design/flow/run.sh <==
#!/bin/bash
# OpenROAD 26Q1-2900-gdf79404cd8, Yosys 0.63+post, stock flow scripts
make -C /OpenROAD-flow-scripts/flow DESIGN_CONFIG=/design/flow/config.mk WORK_HOME=/design/flow/orfs finish
==> /design/flow/config.mk <==
export PLATFORM = sky130hd
export DESIGN_NAME = pwm_top
export DESIGN_NICKNAME = pwm_top
export VERILOG_FILES = /design/flow/design.v
export SDC_FILE = /design/flow/constraint.sdc
export NUM_CORES = 4
export LEC_CHECK = 1
export CORE_AREA = 10 10 101 101
export DIE_AREA = 0 0 111 111
==> /design/flow/constraint.sdc <==
current_design pwm_top

set clk_period 3.3
set clk_io_pct 0.2

create_clock -name clk0 -period $clk_period [get_ports {clk}]

set non_clock_inputs [all_inputs -no_clocks]
set_input_delay [expr $clk_period * $clk_io_pct] -clock clk0 $non_clock_inputs
set_output_delay [expr $clk_period * $clk_io_pct] -clock clk0 [all_outputs]
==> notes.md <==
Notes on the flow outputs.

- The violation tally from detailed-route iteration zero reads 39.
- The end-of-flow core utilization is 26.7%.
- The cell area after technology mapping reads approximately 0.0017 mm^2.
- The worst-case hold slack reads 474 ps.
- The maximum clock insertion buffer count is 2.
- The number of instances resized during post-cts repair reads 0.
- The distinct cell type count after synthesis is 35.
- Walking the worst path, the cells encountered are clkdlybuf4s50_1 -> inv_1 -> ha_1 -> nor2b_4 -> o211ai_2 -> a21oi_2 -> or4_1 -> a21oi_1.
- The total area of multi-input combinational cells reads 932 um^2.
- The final period demand of the worst path is 2390 ps.
- The global-route congestion overflow total is 0.
- The worst slew margin relative to its limit reads about 60%.
- The routed via count divided by cell count is 4.14.
- The number of standard cells after synthesis is 172.
- According to the floorplan log, the row count is 33.
- The maximum number of pins on one net before global-route repair reads 29.
- The critical path capture point type reads a flop.
- The report puts the hold buffer count at CTS at 0.
- Per the power-grid run, VDD falls by no more than between 200 and 250 uV.
- The storage element area reads 701 um^2.
- The post-synth tally of flip-flops with integrated enable reads 0.
- The length of the first detailed-routing pass in iterations is 4.
- The final setup violation count reads 0.
- Setup repair after global routing left no endpoint under its margin.
- Power spread over the standard cell area amounts to 524 mW/mm^2.
- The largest incremental delay on the critical path is 540 ps.
- The effective utilization at floorplan reads 21.0%.
- The worst hold path belongs to the class reg -> reg.
- In this run the vertical extent of the chip is ~110 um.
- The OpenROAD warning count is 25.
- The critical path class reads in -> reg.
- The global router's overall resource usage reads 5.22%.
- The arrival time at the worst endpoint is 2580 ps.
- The final report lists a non-filler cell total of between 300 and 400.
- TritonCTS built the clock tree.
- The slack of the critical path reads 912 ps.
- Among all stages on the critical path, the largest delay is contributed by sky130_fd_sc_hd__or4_1.
- In this run the remaining antenna-violating nets after routing total 0.
- The post-synthesis average cell area is approximately 9.9 um^2.
- The number of max-cap violations reads 0.
- The gate family responsible for the most delay along the worst path is simple AND/OR/NAND/NOR gates.
- The die extent in x reads 111 um.
- The count of yosys warnings during synthesis reads 3.
- The fill cell instance count of the final layout is between 800 and 900.
- Max fanout on the critical path was recorded as 17.
- The final total negative setup slack is 0 ps.
- The cell area after placement reads 0.00212 mm^2.
- The most used flip-flop cell reads sky130_fd_sc_hd__dfrtp_1.
- The routed layout reports a DRC error count of 0.
- The total leakage power is a little under 1 nW.
- For the worst-skew pair, the clock arrives at the later sink with an insertion delay of around 270 ps.
- The HPWL after detailed placement is 2580 um.
- The routed length per instance reads 10.7 um.
- Per the final layout report, the fraction of cells sized above drive strength 1 comes to 5.39%.
- The number of sinks on the clock net reads 28.
- Per the detail_route report, the via count comes to 1278.
- The detailed-route wire length is 3320 um.
- The portion of the clock cycle consumed by the worst path in the final layout is 72.4%.
- In the Yosys report the total cell count is 172.
- Buffers inserted during clock tree synthesis total 3.
- The chip area is 0.0123 mm^2.
- The total power of the final layout is 1.14 mW.
- The number of buffers and inverters on the critical path is 2.
- Counting tap cells, the placed design contains a total of 305 instances.
- The via count of the first global-routing pass reads 1205.
- The root buffer cell is sky130_fd_sc_hd__clkbuf_8.
- The part of the Yosys area used for sequential elements reads 41.1%.
- The number of antenna violations at the first check in global routing is 0.
- The floorplan core area reads 0.00813 mm^2.
- The H-tree depth reported by CTS is 1.
- The first global-routing pass estimated 5640 um of wire.
- The number of inserted diodes reads 0.
- The relative area change from synthesis to final layout is 27.5%.
- The number of flip-flops and latches in the synthesized netlist reads 28.
- The number of hold violations in the final report reads 0.
- The max-slew violation count is 0.
- The final RePlAce weighted congestion reads approximately 0.79.
- The clock skew reads 6.41 ps.
- The transition time at the pin with the least slew margin is 595 ps.
- The clock-pin slew on the worst setup and hold paths reads 90 ps.
- The worst endpoint required time is 3490 ps.
- The final design instance area without fill reads 0.00217 mm^2.
- In this run the post-CTS setup repair buffer count came out at 0.
- The run finished with clean final reports.
- The top achievable clock speed is 419 MHz.
- The worst slack after detailed placement reads 644 ps.
- STA classifies the critical path startpoint as an input pin.
- The summed standard-cell area reported by yosys is 0.00171 mm^2.
- The fraction of synthesis flops using an asynchronous set or reset pin reads 100%.
- The number of placed I/O pins reads 29.
- The total of buffers placed on input and output ports reads 28.
[layer usage]
layer / GRT usage, % / up-vias / routed length [um]
li1: - / 676 / -
met1: 7.30 / 579 / 1680
met2: 8.29 / 21 / 1490
met3: 1.31 / 2 / 134
met4: 0.347 / 0 / 13
met5: 0 / - / 0
[cell usage after synthesis (5+ instances only)]
library cell | count | share of area (%)
sky130_fd_sc_hd__a21oi_1 | 12 | 3.5
sky130_fd_sc_hd__and3_1 | 5 | 1.8
sky130_fd_sc_hd__dfrtp_1 | 28 | 41
sky130_fd_sc_hd__ha_1 | 18 | 13
sky130_fd_sc_hd__inv_1 | 16 | 3.5
sky130_fd_sc_hd__nand2_1 | 6 | 1.3
sky130_fd_sc_hd__nand3_1 | 7 | 2.1
sky130_fd_sc_hd__nand4_1 | 11 | 4.0
sky130_fd_sc_hd__nor2_1 | 9 | 2.0
sky130_fd_sc_hd__o21ai_0 | 5 | 1.5
sky130_fd_sc_hd__xnor2_1 | 16 | 8.2
sky130_fd_sc_hd__xor2_1 | 7 | 3.6
[logic make-up (layout without fill, tap and decap cells)]
group	after synthesis	count (layout)	share of synthesized area, %
multiplexers	1	1	0.660
AND/OR/NAND/NOR	54	54	18.0
buffers and inverters	18	50	4.26
flip-flops	28	28	41.1
AND-OR/OR-AND	30	30	11.0
XOR/XNOR	23	23	11.8
adder cells (fa/ha/maj)	18	18	13.2
[worst paths after layout]
path                                    startpoint                        to  slack (ps)  cells after the start
hold reg to reg                     pwm_inst.d_reg    dead_time_inst.pwm_reg         470                      0
setup / recovery                       dt_value[1]   dead_time_inst.count[7]         910                      8
max in group asynchronous                  reset_n   dead_time_inst.count[5]        2270                      2
hold / removal                      pwm_inst.d_reg    dead_time_inst.pwm_reg         470                      0
setup reg to reg           dead_time_inst.count[1]   dead_time_inst.count[7]        1360                      6
min in group asynchronous                  reset_n  pwm_inst.timer0.Q_reg[3]         750                      2
[final cells by class]
type / instances / share of cell area (%)
well taps: 105 / 6.04
flip-flops and latches: 28 / 32.2
multi-input cells: 126 / 42.9
clock buffers: 4 / 2.53
repair buffers: 30 / 13.6
inverters: 16 / 2.76
[cells in the final DEF, fill, tap and decap left out, types with 4 or more instances in the layout]
cell type,n
sky130_fd_sc_hd__and3_1,5
sky130_fd_sc_hd__nand3_1,7
sky130_fd_sc_hd__nand2_1,6
sky130_fd_sc_hd__xnor2_1,16
sky130_fd_sc_hd__a21oi_1,12
sky130_fd_sc_hd__clkbuf_8,4
sky130_fd_sc_hd__clkdlybuf4s50_1,28
sky130_fd_sc_hd__xor2_1,7
sky130_fd_sc_hd__dfrtp_1,28
sky130_fd_sc_hd__or3_1,4
sky130_fd_sc_hd__inv_1,16
sky130_fd_sc_hd__nor2_1,9
sky130_fd_sc_hd__ha_1,18
sky130_fd_sc_hd__nand4_1,11
sky130_fd_sc_hd__o21ai_0,5
[power by group]
group / switching [mW] / internal (mW) / leakage, nW
clock network: 0.105 / 0.107 / 0.0288
logic: 0.180 / 0.210 / 0.587
registers: 0.108 / 0.431 / 0.360
total: 0.393 / 0.747 / 0.976
No activity file was given, so power comes from the tool's default toggle rates.
